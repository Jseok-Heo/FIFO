--- flow/design.v ---
module ASYNC_FIFO
#(
    parameter DW = 8
   ,parameter AW = 4
)
(
    input           I_WR_CLK
   ,input           I_WR_RST_N
   ,input  [DW-1:0] I_WR_DATA
   ,input           I_WR_REQ
   ,output          O_WR_FULL
   ,input           I_RD_CLK
   ,input           I_RD_RST_N
   ,input           I_RD_REQ
   ,output [DW-1:0] O_RD_DATA
   ,output          O_RD_EMPTY
);
    wire            w_is_wr_enabled_wr_clk = I_WR_REQ && !O_WR_FULL;
    wire            w_is_rd_enabled_rd_clk = I_RD_REQ && !O_RD_EMPTY;
    wire [AW-1:0]   w_wr_addr_wr_clk;
    wire [AW  :0]   w_wr_ptr_wr_clk;
    wire [AW  :0]   w_wr_ptr_rd_clk;
    wire [AW-1:0]   w_rd_addr_rd_clk;
    wire [AW  :0]   w_rd_ptr_rd_clk;
    wire [AW  :0]   w_rd_ptr_wr_clk;
FIFO_WR
#(
    .DW(DW)
   ,.AW(AW)
) Inst_FIFO_WR
(
    .I_WR_CLK    ( I_WR_CLK                 )  
   ,.I_WR_RST_N  ( I_WR_RST_N               )  
   ,.I_WR_EN     ( w_is_wr_enabled_wr_clk   )  
   ,.I_WR_RD_PTR ( w_rd_ptr_wr_clk          )  
   ,.O_WR_ADDR   ( w_wr_addr_wr_clk         )  
   ,.O_WR_PTR    ( w_wr_ptr_wr_clk          )  
   ,.O_WR_FULL   ( O_WR_FULL                )  
);
SYNCHRONIZER
#(
    .DW(AW+1)         
) Inst_SYNCHRONIZER_WR_PTR_TO_RD_PTR
(
     .I_CLK   ( I_RD_CLK        )  
    ,.I_RST_N ( I_RD_RST_N      )  
    ,.I_D     ( w_wr_ptr_wr_clk )  
    ,.O_Q     ( w_wr_ptr_rd_clk )  
);
FIFO_MEM
#(
    .DW(DW) 
   ,.AW(AW) 
) Inst_FIFO_MEM
(
    .I_WR_CLK  ( I_WR_CLK               )  
   ,.I_WR_EN   ( w_is_wr_enabled_wr_clk )  
   ,.I_WR_ADDR ( w_wr_addr_wr_clk       )  
   ,.I_WR_DATA ( I_WR_DATA              )  
   ,.I_RD_ADDR ( w_rd_addr_rd_clk       )  
   ,.O_RD_DATA ( O_RD_DATA              )  
);
FIFO_RD
#(
    .DW(DW)
   ,.AW(AW)
) Inst_FIFO_RD
(
     .I_RD_CLK   ( I_RD_CLK                 )  
    ,.I_RD_RST_N ( I_RD_RST_N               )  
    ,.I_RD_EN    ( w_is_rd_enabled_rd_clk   )  
    ,.I_RD_WR_PTR( w_wr_ptr_rd_clk          )  
    ,.O_RD_ADDR  ( w_rd_addr_rd_clk         )  
    ,.O_RD_PTR   ( w_rd_ptr_rd_clk          )  
    ,.O_RD_EMPTY ( O_RD_EMPTY               )  
);
SYNCHRONIZER
#(
    .DW(AW+1)         
) Inst_SYNCHRONIZER_RD_PTR_TO_WR_PTR
(
     .I_CLK     ( I_WR_CLK          )  
    ,.I_RST_N   ( I_WR_RST_N        )  
    ,.I_D       ( w_rd_ptr_rd_clk   )  
    ,.O_Q       ( w_rd_ptr_wr_clk   )  
);
endmodule
module FIFO_MEM
#(
    parameter DW = 32    
   ,parameter AW = 4     
)
(
    input               I_WR_CLK
   ,input               I_WR_EN
   ,input   [AW-1:0]    I_WR_ADDR
   ,input   [DW-1:0]    I_WR_DATA
   ,input   [AW-1:0]    I_RD_ADDR
   ,output  [DW-1:0]    O_RD_DATA
);
    localparam DEPTH = 1<<AW;
    reg [DW-1:0] mem [0:DEPTH-1];
    assign O_RD_DATA = mem[I_RD_ADDR];
    always @(posedge I_WR_CLK)
        if(I_WR_EN) mem[I_WR_ADDR] <= I_WR_DATA;
endmodule
module FIFO_RD
#(
    parameter DW = 8
   ,parameter AW = 4
)
(
    input               I_RD_CLK
   ,input               I_RD_RST_N
   ,input               I_RD_EN
   ,input  [AW  :0]     I_RD_WR_PTR      
   ,output [AW-1:0]     O_RD_ADDR        
   ,output [AW  :0]     O_RD_PTR         
   ,output              O_RD_EMPTY
);
    reg  [AW:0] r_rd_binary;     
    reg  [AW:0] r_rd_gray;     
    reg         r_rd_empty;
    wire [AW:0] w_rd_binary_next; wire [AW:0] w_rd_gray_next;
    wire        w_rd_empty;
    always @(posedge I_RD_CLK, negedge I_RD_RST_N)
         if(!I_RD_RST_N)    r_rd_binary <= {AW+1{1'b0}};
         else               r_rd_binary <= w_rd_binary_next;
    always @(posedge I_RD_CLK, negedge I_RD_RST_N)
         if(!I_RD_RST_N)    r_rd_gray <= {AW+1{1'b0}};
         else               r_rd_gray <= w_rd_gray_next;
    assign O_RD_ADDR = r_rd_binary[AW-1:0];
    assign w_rd_binary_next = r_rd_binary + {{AW{1'b0}}, I_RD_EN};
    assign w_rd_gray_next   = (w_rd_binary_next>>1) ^ w_rd_binary_next;
    assign w_rd_empty = (w_rd_gray_next == I_RD_WR_PTR);
    always @(posedge I_RD_CLK, negedge I_RD_RST_N)
        if(!I_RD_RST_N) r_rd_empty <= 1'b0;
        else            r_rd_empty <= w_rd_empty;
    assign O_RD_PTR   = r_rd_gray;
    assign O_RD_EMPTY = r_rd_empty;
endmodule
module FIFO_WR
#(
    parameter DW = 8
   ,parameter AW = 4
)
(
    input               I_WR_CLK
   ,input               I_WR_RST_N
   ,input               I_WR_EN
   ,input  [AW  :0]     I_WR_RD_PTR      
   ,output [AW-1:0]     O_WR_ADDR        
   ,output [AW  :0]     O_WR_PTR         
   ,output              O_WR_FULL
);
    reg  [AW:0] r_wr_binary;     
    reg  [AW:0] r_wr_gray;     
    reg         r_wr_full;
    wire [AW:0] w_wr_binary_next;
    wire [AW:0] w_wr_gray_next;
    wire        w_wr_full;
    always @(posedge I_WR_CLK, negedge I_WR_RST_N)
         if(!I_WR_RST_N)    r_wr_binary <= {AW+1{1'b0}};
         else               r_wr_binary <= w_wr_binary_next;
    always @(posedge I_WR_CLK, negedge I_WR_RST_N)
         if(!I_WR_RST_N)    r_wr_gray <= {AW+1{1'b0}};
         else               r_wr_gray <= w_wr_gray_next;
    assign O_WR_ADDR = r_wr_binary[AW-1:0];
    assign w_wr_binary_next = r_wr_binary + {{AW{1'b0}}, I_WR_EN};
    assign w_wr_gray_next   = (w_wr_binary_next >>1) ^ w_wr_binary_next;
    assign w_wr_full = (w_wr_gray_next == {~I_WR_RD_PTR[AW:AW-1],I_WR_RD_PTR[AW-2:0]});
    always @(posedge I_WR_CLK, negedge I_WR_RST_N)
        if(!I_WR_RST_N) r_wr_full <= 1'b0;
        else            r_wr_full <= w_wr_full;
    assign O_WR_PTR  = r_wr_gray;
    assign O_WR_FULL = r_wr_full;
endmodule
module SYNCHRONIZER
#(
    parameter DW = 1         
)
(
     input               I_CLK
    ,input               I_RST_N
    ,input   [DW-1:0]    I_D
    ,output  [DW-1:0]    O_Q
);
    reg [DW-1:0] r_sync_ff[0:1];
    always @(posedge I_CLK, negedge I_RST_N)
        if(!I_RST_N)    {r_sync_ff[1], r_sync_ff[0]} <= {{DW{1'b0}},{DW{1'b0}}};
        else            {r_sync_ff[1], r_sync_ff[0]} <= {r_sync_ff[0], I_D};
    assign O_Q = r_sync_ff[1];
endmodule
--- flow/constraint.sdc ---
current_design ASYNC_FIFO

set clk_period 4.5
set clk_io_pct 0.2

create_clock -name clk0 -period $clk_period [get_ports {I_RD_CLK}]
create_clock -name clk1 -period $clk_period [get_ports {I_WR_CLK}]

set non_clock_inputs [all_inputs -no_clocks]
set_input_delay [expr $clk_period * $clk_io_pct] -clock clk0 $non_clock_inputs
set_output_delay [expr $clk_period * $clk_io_pct] -clock clk0 [all_outputs]
--- flow/config.mk ---
export PLATFORM = sky130hd
export DESIGN_NAME = ASYNC_FIFO
export DESIGN_NICKNAME = ASYNC_FIFO
export VERILOG_FILES = /design/flow/design.v
export SDC_FILE = /design/flow/constraint.sdc
export NUM_CORES = 4
export LEC_CHECK = 1
export CORE_UTILIZATION = 50
--- flow/run.sh ---
#!/bin/bash
# OpenROAD 26Q1-2900-gdf79404cd8, Yosys 0.63+post, stock flow scripts
make -C /OpenROAD-flow-scripts/flow DESIGN_CONFIG=/design/flow/config.mk WORK_HOME=/design/flow/orfs finish
==> impl_metrics.yaml <==
# synthesis and place-and-route metrics
floorplanning:
  boundaryPins: 24
  core_um2: 12300
  die_w_um: 115
  die_h_um: 115
  die_area_um2: 13200
  initial_utilization: 0.521
  fp-row-count: 40
clocking:
  cts-resized-gates: 0
  cts_tree: "built"
  cts-hold-fix-buffers: 0
  postCtsSetupRepairBufs: 0
  cts.clk_slew.worst_paths_ns: 0.05
  clock_sinks: 168
drt:
  diodes: 0
  vias: 2997
  drtPass1Iterations: 4
  viasPerCell: 5.46
  wl_per_cell_um: 20.7
  antenna_left: 0
  drc_errors: 0
  wirelength_um: 11300
  dr.first_iter.drc_count: 317
worst_setup_path:
  critPathBufInv: 2
  cp_max_fo: 32
  setup.worst_path.end_class: "output pin"
  reg2reg_to: "Inst_FIFO_WR.r_wr_full"
  arrival_ns: 2.30
  path_delay_family: "buffers and inverters"
  cp-start-kind: "flop"
  critical-path-slowest-cell: "mux4_2"
  worstSetupPathType: "flop to output pin"
  r2r_slack_ns: 2.28
  slowest_delay_ns: 0.53
  path_cells: "buf_12, mux4_2, a22oi_1, nand2_1, clkdlybuf4s50_1"
  reg2regPathDepth: 7
  rr_startpoint: "Inst_FIFO_WR.r_wr_full"
  critPathRequiredTime_ns: 3.60
flow_run:
  tool_warnings: 27
  drv_cap: 0
hold_path:
  hold_depth: 0
  holdPathEnd: "Inst_SYNCHRONIZER_RD_PTR_TO_WR_PTR.r_sync_ff[0][0]"
  hold_path.class: "flop to flop"
  hold_start: "Inst_FIFO_RD.r_rd_gray[0]"
placed_design:
  gp_congestion: 0.779
  place_inst: 513
  portBuffers: 22
  dpl.hpwl_um: 7310
  preCtsSetupSlack_ns: 1.31
  postPlaceCellArea_um2: 6870
cells_and_area:
  layoutNonFillerInstCount: 549
  fillers: 840
  seq_area_um2: 4850
  finish.utilization: 0.622
  layout_top_cell: "edfxtp_1"
  syn2layout_area_growth_pct: 19.3
  comb_area_um2: 1470
  layout-drive-gt1-share: 0.226
  lay_top_cells: "128 x edfxtp_1, 39 x dfrtp_1, 32 x mux4_2"
  stdcell_area_um2: 7630
global_routing:
  grt_pass1_vias: 3360
  antenna_found_initial: 0
  grt-ovfl-total: 0
  grt_use_total: 0.210
  grt_pass1_wl_um: 18000
  grt_max_degree: 36
timing:
  max_slew_margin: 0.430
  setup-tns-final_ns: 0
  setup_ws_ns: 1.30
  tightestPinTransition_ns: 0.851
  drv_slew: 0
  clock_skew_ns: 0.00665
  hold_viol: 0
  rsz0062_at_grt: "false"
  setup_viol: 0
yosys:
  avgSynthCellArea_um2: 19.8
  seq_area_frac_synth: 0.758
  synth-edff-count: 128
  synth-main-ff-cell: "edfxtp_1"
  synth_area_um2: 6390
  yosys_area_um2: 6390
  synth_flops: 168
  synthArstFlopShare: 0.238
  syn-instance-count: 323
  yosysWarnings: 5
  synth_cell_type_count: 31
  ys_cells: 323
power_and_ir_drop:
  power.density_nw_per_um2: 700
  leakagePower_nw: 2.68
  irDropWorstVdd_mv: 0.437
run_status:
  outcome: "finished, final reports clean"
## cell usage after synthesis, types with 5 or more instances
cell type | count | area share
nor2_1 | 13 | 0.0076
xor2_1 | 14 | 0.019
xnor2_1 | 9 | 0.012
a22oi_1 | 16 | 0.019
dfrtp_1 | 40 | 0.16
nor2b_1 | 5 | 0.0049
nor3_1 | 5 | 0.0039
edfxtp_1 | 128 | 0.60
nand3_1 | 6 | 0.0047
nand2_1 | 13 | 0.0076
buf_2 | 10 | 0.0078
ha_1 | 5 | 0.0098
mux4_2 | 32 | 0.11
## kinds of logic (layout without fill, tap and decap cells)
logic type	count (synthesis)	in the layout	share of synthesized area
DFF	168	168	0.758
adders and majority gates	5	5	0.00978
and+or+nand+nor	55	55	0.0438
xor gates and xnor gates	26	26	0.0391
buffers and inverters	17	75	0.0131
AOI/OAI and AO/OA	20	20	0.0237
muxes	32	32	0.113
## layer usage
| layer | global-route usage | wire length [um] |
|---|---|---|
| met5 | 0 | 0 |
| met3 | 0.132 | 1280 |
| met4 | 0.0190 | 83 |
| met1 | 0.338 | 4730 |
| met2 | 0.289 | 5260 |
## worst max-delay path by stage
stage                               start      endpoint  slack, ns  cells after the start
CTS           Inst_FIFO_RD.r_rd_binary[0]  O_RD_DATA[6]       1.22                      5
global route  Inst_FIFO_RD.r_rd_binary[0]  O_RD_DATA[6]       1.10                      5
finish        Inst_FIFO_RD.r_rd_binary[0]  O_RD_DATA[6]       1.30                      5
## sequential cells by signal, indices dropped and copies added, names as in the netlist
name	flops
Inst_FIFO_WR.r_wr_full	1
Inst_FIFO_MEM.mem	128
Inst_FIFO_RD.r_rd_gray	5
Inst_FIFO_RD.r_rd_binary	4
Inst_FIFO_WR.r_wr_binary	4
Inst_FIFO_WR.r_wr_gray	5
Inst_FIFO_RD.r_rd_empty	1
Inst_SYNCHRONIZER_WR_PTR_TO_RD_PTR.r_sync_ff	10
Inst_SYNCHRONIZER_RD_PTR_TO_WR_PTR.r_sync_ff	10
## through the flow
| stage | power (mW) | hold slack, ns |
|---|---|---|
| after floorplan | 3.18 | 0.331 |
| after global routing | 5.63 | 0.201 |
| after detailed placement | 3.70 | 0.335 |
| after global placement | 3.70 | 0.333 |
| final | 5.34 | 0.199 |
| after CTS | 5.41 | 0.189 |
## cell type report
type | count | share of cell area
clock buffer | 34 | 0.0974
multi-input combinational | 138 | 0.192
timing repair buffer | 37 | 0.0453
sequential | 168 | 0.635
tap | 168 | 0.0276
inverter | 2 | 0.000984
clock inverter | 2 | 0.00148
## report_power, final
part           internal [mW]  leakage [nW]  switching [mW]
registers               1.99          1.63           0.162
logic                  0.761         0.674           0.749
clock network           1.12         0.373           0.554
Power and IR drop assume default switching activity.
